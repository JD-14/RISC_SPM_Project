[flow/design.v]
module RISC_SPM (clk, rst, data_bus, address_bus, memory_bus, instruction_bus);
  parameter word_size = 8;
  parameter Sel1_size = 3;
  parameter Sel2_size = 2;
  input clk, rst;
  output [word_size-1:0] data_bus, address_bus, memory_bus, instruction_bus;
  wire [Sel1_size-1: 0] Sel_Bus_1_Mux;
  wire [Sel2_size-1: 0] Sel_Bus_2_Mux;
  wire zero;
  wire [word_size-1: 0] instruction, address, Bus_1, mem_word;
  assign data_bus = Bus_1;
  assign address_bus = address;
  assign memory_bus = mem_word;
  assign instruction_bus = instruction;
  wire Load_R0, Load_R1, Load_R2, Load_R3, Load_PC, Inc_PC, Load_IR;   
  wire Load_Add_R, Load_Reg_Y, Load_Reg_Z;
  wire write;
  Processing_Unit M0_Processor (instruction, zero, address, Bus_1, mem_word, Load_R0, Load_R1,
                                Load_R2, Load_R3, Load_PC, Inc_PC, Sel_Bus_1_Mux, Load_IR,
                                Load_Add_R, Load_Reg_Y, Load_Reg_Z,  Sel_Bus_2_Mux, clk, rst);
  Control_Unit M1_Controller (Load_R0, Load_R1, Load_R2, Load_R3, Load_PC, Inc_PC, Sel_Bus_1_Mux, 
                              Sel_Bus_2_Mux , Load_IR, Load_Add_R, Load_Reg_Y, Load_Reg_Z, 
                              write, instruction, zero, clk, rst);
  Memory_Unit M2_SRAM (.data_out(mem_word), 
                       .data_in(Bus_1), 
                       .address(address), 
                       .clk(clk), 
                       .write(write) );
endmodule
module Processing_Unit (instruction, Zflag, address, Bus_1, mem_word, Load_R0, Load_R1, Load_R2, 
                        Load_R3, Load_PC, Inc_PC, Sel_Bus_1_Mux, Load_IR, Load_Add_R, Load_Reg_Y, Load_Reg_Z, 
                        Sel_Bus_2_Mux, clk, rst);
  parameter word_size = 8;
  parameter op_size = 4;
  parameter Sel1_size = 3;
  parameter Sel2_size = 2;
  output [word_size-1: 0] 	instruction, address, Bus_1;
  output                       Zflag;
  input [word_size-1: 0]  	mem_word;
  input 			Load_R0, Load_R1, Load_R2, Load_R3, Load_PC, Inc_PC;
  input [Sel1_size-1: 0] 	Sel_Bus_1_Mux;
  input [Sel2_size-1: 0] 	Sel_Bus_2_Mux;
  input 			Load_IR, Load_Add_R, Load_Reg_Y, Load_Reg_Z;
  input 			clk, rst;
  wire			        Load_R0, Load_R1, Load_R2, Load_R3;
  wire [word_size-1: 0] 	Bus_2;
  wire [word_size-1: 0] 	R0_out, R1_out, R2_out, R3_out;
  wire [word_size-1: 0] 	PC_count, Y_value, alu_out;
  wire 			alu_zero_flag;
  wire [op_size-1 : 0] 	opcode = instruction [word_size-1: word_size-op_size];
  Register_Unit 		R0 	(R0_out, Bus_2, Load_R0, clk, rst);
  Register_Unit 		R1 	(R1_out, Bus_2, Load_R1, clk, rst);
  Register_Unit 		R2 	(R2_out, Bus_2, Load_R2, clk, rst);
  Register_Unit 		R3 	(R3_out, Bus_2, Load_R3, clk, rst);
  Register_Unit 		Reg_Y 	(Y_value, Bus_2, Load_Reg_Y, clk, rst);
  D_flop 			Reg_Z 	(Zflag, alu_zero_flag, Load_Reg_Z, clk, rst);
  Address_Register 	        Add_R	(address, Bus_2, Load_Add_R, clk, rst);
  Instruction_Register	        IR	(instruction, Bus_2, Load_IR, clk, rst);
  Program_Counter 	        PC	(PC_count, Bus_2, Load_PC, Inc_PC, clk, rst);
  Multiplexer_5ch 		Mux_1 	(Bus_1, R0_out, R1_out, R2_out, R3_out, PC_count, Sel_Bus_1_Mux);
  Multiplexer_3ch 		Mux_2	(Bus_2, alu_out, Bus_1, mem_word, Sel_Bus_2_Mux);
  Alu_RISC 		        ALU	(alu_zero_flag, alu_out, Y_value, Bus_1, opcode);
endmodule 
module Register_Unit (data_out, data_in, load, clk, rst);
  parameter word_size = 8;
  output [word_size-1: 0] 	data_out;
  input  [word_size-1: 0] 	data_in;
  input 			load;
  input 			clk, rst;
  reg 	[word_size-1: 0]	data_out;
  always @ (posedge clk or negedge rst)
    if (rst == 0) data_out <= 0; else if (load) data_out <= data_in;
endmodule
module D_flop (data_out, data_in, load, clk, rst);
  output  data_out;
  input   data_in;
  input   load;
  input   clk, rst;
  reg 	  data_out;
  always @ (posedge clk or negedge rst)
    if (rst == 0) data_out <= 0; else if (load == 1)data_out <= data_in;
endmodule
module Address_Register (data_out, data_in, load, clk, rst);
  parameter word_size = 8;
  output [word_size-1: 0] 	data_out;
  input  [word_size-1: 0] 	data_in;
  input 			load, clk, rst;
  reg 	 [word_size-1: 0]	data_out;
  always @ (posedge clk or negedge rst)
    if (rst == 0) data_out <= 0; else if (load) data_out <= data_in;
endmodule
module Instruction_Register (data_out, data_in, load, clk, rst);
  parameter word_size = 8;
  output [word_size-1: 0] 	data_out;
  input  [word_size-1: 0] 	data_in;
  input 			load;
  input 			clk, rst;
  reg 	 [word_size-1: 0]	data_out;
  always @ (posedge clk or negedge rst)
    if (rst == 0) data_out <= 0; else if (load) data_out <= data_in; 
endmodule
module Program_Counter (count, data_in, Load_PC, Inc_PC, clk, rst);
  parameter word_size = 8;
  output [word_size-1: 0] 	count;
  input  [word_size-1: 0] 	data_in;
  input 			Load_PC, Inc_PC;
  input 			clk, rst;
  reg 	  [word_size-1: 0]	count;
  always @ (posedge clk or negedge rst)
    if (rst == 0) count <= 0; else if (Load_PC) count <= data_in; else if  (Inc_PC) count <= count +1;
endmodule
module Multiplexer_5ch (mux_out, data_a, data_b, data_c, data_d, data_e, sel);
  parameter word_size = 8;
  output [word_size-1: 0] 	mux_out;
  input  [word_size-1: 0] 	data_a, data_b, data_c, data_d, data_e;
  input  [2: 0]                sel;
  assign  mux_out = (sel == 0) ? data_a: (sel == 1) 
                               ? data_b : (sel == 2) 
                               ? data_c: (sel == 3) 
                               ? data_d : (sel == 4) 
                               ? data_e : 'bx;
endmodule
module Multiplexer_3ch (mux_out, data_a, data_b, data_c, sel);
  parameter word_size = 8;
  output [word_size-1: 0]     mux_out;
  input  [word_size-1: 0]     data_a, data_b, data_c;
  input  [1: 0]               sel;
  assign  mux_out = (sel == 0) ? data_a: (sel == 1) ? data_b : (sel == 2) ? data_c: 'bx;
endmodule
module Alu_RISC (alu_zero_flag, alu_out, data_1, data_2, sel);
  parameter word_size = 8;
  parameter op_size = 4;
  output 			alu_zero_flag;
  output [word_size-1: 0] 	alu_out;
  input  [word_size-1: 0] 	data_1, data_2;
  input  [op_size-1: 0] 	sel;
  parameter NOP = 4'b0000;
  parameter ADD = 4'b0001;
  parameter SUB = 4'b0010;
  parameter AND = 4'b0011;
  parameter NOT = 4'b0100;
  parameter RD  = 4'b0101;
  parameter WR	 = 4'b0110;
  parameter BR	 = 4'b0111;
  parameter BRZ  = 4'b1000;
  reg 	[word_size-1: 0]	alu_out;
  assign  alu_zero_flag = ~|alu_out;
  always @ (sel or data_1 or data_2)  
     case  (sel)
      NOP:	alu_out = 0;
      ADD:	alu_out = data_1 + data_2;   
      SUB:	alu_out = data_2 - data_1;
      AND:	alu_out = data_1 & data_2;
      NOT:	alu_out = ~ data_2;	     
      default:  alu_out = 0;
     endcase 
endmodule
module Control_Unit (Load_R0, Load_R1, Load_R2, Load_R3, Load_PC, Inc_PC, Sel_Bus_1_Mux, 
                     Sel_Bus_2_Mux, Load_IR, Load_Add_R, Load_Reg_Y, Load_Reg_Z, 
                     write, instruction, zero, clk, rst);
  parameter word_size = 8, op_size = 4, state_size = 4;
  parameter src_size = 2, dest_size = 2, Sel1_size = 3, Sel2_size = 2;
  parameter S_idle = 0, S_fet1 = 1, S_fet2 = 2, S_dec = 3, S_ex1 = 4;
  parameter S_rd1  = 5, S_rd2  = 6, S_wr1  = 7, S_wr2 = 8, S_br1 = 9;
  parameter S_br2  = 10, S_halt = 11;  
  parameter NOP = 0, ADD = 1, SUB = 2, AND = 3, NOT = 4;
  parameter RD  = 5, WR =  6,  BR =  7, BRZ = 8;  
  parameter R0 = 0, R1 = 1, R2 = 2, R3 = 3;  
  output                  Load_R0, Load_R1, Load_R2, Load_R3;
  output                  Load_PC, Inc_PC;
  output [Sel1_size-1: 0] Sel_Bus_1_Mux;
  output                  Load_IR, Load_Add_R;
  output                  Load_Reg_Y, Load_Reg_Z;
  output [Sel2_size-1: 0] Sel_Bus_2_Mux;
  output                  write;
  input  [word_size-1: 0] instruction;
  input                   zero;
  input                   clk, rst;
  reg [state_size-1: 0] state, next_state;
  reg Load_R0, Load_R1, Load_R2, Load_R3, Load_PC, Inc_PC;
  reg Load_IR, Load_Add_R, Load_Reg_Y;
  reg Sel_ALU, Sel_Bus_1, Sel_Mem;
  reg Sel_R0, Sel_R1, Sel_R2, Sel_R3, Sel_PC;
  reg Load_Reg_Z, write;
  reg err_flag;
  wire [op_size-1:0]   opcode = instruction [word_size-1: word_size - op_size];
  wire [src_size-1: 0] src = instruction [src_size + dest_size -1: dest_size];
  wire [dest_size-1:0] dest = instruction [dest_size -1:0];
  assign  Sel_Bus_1_Mux[Sel1_size-1:0] = Sel_R0 ? 0:
				           Sel_R1 ? 1:
				           Sel_R2 ? 2:
				           Sel_R3 ? 3:
				           Sel_PC ? 4: 3'bx;   
  assign  Sel_Bus_2_Mux[Sel2_size-1:0] = Sel_ALU ? 0:
				           Sel_Bus_1 ? 1:
				           Sel_Mem ? 2: 2'bx;  
  always @ (posedge clk or negedge rst) begin: State_transitions
    if (rst == 0) state <= S_idle; else state <= next_state; end
  always @ (state or opcode or zero) begin: Output_and_next_state 
    Sel_R0 = 0;   Sel_R1 = 0;      Sel_R2 = 0;      Sel_R3 = 0;     Sel_PC = 0;
    Load_R0 = 0;  Load_R1 = 0;     Load_R2 = 0;     Load_R3 = 0;    Load_PC = 0;
    Load_IR = 0;  Load_Add_R = 0;  Load_Reg_Y = 0;  Load_Reg_Z = 0;
    Inc_PC = 0; 
    Sel_Bus_1 = 0; 
    Sel_ALU = 0; 
    Sel_Mem = 0; 
    write = 0; 
    err_flag = 0;	 
    next_state = state;
     case  (state) 
      S_idle:		next_state = S_fet1;      
      S_fet1:		begin       	  	  	
                         next_state = S_fet2; 
      	  	  	  Sel_PC = 1;
      	  	  	  Sel_Bus_1 = 1;
      	  	   	  Load_Add_R = 1; 
    			  end
      S_fet2:		begin 		
                         next_state = S_dec; 
                         Sel_Mem = 1;
      	  	  	  Load_IR = 1; 
      	  	  	  Inc_PC = 1;
    			  end
      S_dec:  	 	case  (opcode) 
      		 		  NOP: next_state = S_fet1;
		  		  ADD, SUB, AND: begin
 		    		    next_state = S_ex1;
		    		    Sel_Bus_1 = 1;
		    		    Load_Reg_Y = 1;
		     		    case  (src)
		      		      R0: 		Sel_R0 = 1; 
		      		      R1: 		Sel_R1 = 1; 
		      		      R2: 		Sel_R2 = 1;
		      		      R3: 		Sel_R3 = 1; 
		      		      default : 	err_flag = 1;
		    		    endcase   
                                   end  
			 	  NOT: begin
			    	    next_state = S_fet1;
			    	    Load_Reg_Z = 1;
			    	    Sel_Bus_1 = 1; 
			    	    Sel_ALU = 1; 
		 	     	    case  (src)
			      	      R0: 		Sel_R0 = 1;			      
      				      R1: 		Sel_R1 = 1;
			      	      R2: 		Sel_R2 = 1;			      
 			      	      R3: 		Sel_R3 = 1; 
			      	      default : 	err_flag = 1;
			    	    endcase   
  			     	    case  (dest)
			      	      R0: 		Load_R0 = 1; 
			      	      R1: 		Load_R1 = 1;			      
      				      R2: 		Load_R2 = 1;
			      	      R3: 		Load_R3 = 1;			      
      				      default: 	err_flag = 1;
			    	    endcase   
                                   end  
                                 RD: begin
			    	    next_state = S_rd1;
			    	    Sel_PC = 1; Sel_Bus_1 = 1; Load_Add_R = 1; 
                                   end  
			  	  WR: begin
			    	    next_state = S_wr1;
			    	    Sel_PC = 1; Sel_Bus_1 = 1; Load_Add_R = 1; 
                                   end   
			  	  BR: begin 
			    	    next_state = S_br1;  
                                   Sel_PC = 1; Sel_Bus_1 = 1; Load_Add_R = 1; 
			    	    end   
  				  BRZ: if (zero == 1) begin
			    	    next_state = S_br1; 
                                   Sel_PC = 1; Sel_Bus_1 = 1; Load_Add_R = 1; 
			    	    end  
			  	    else begin 
                                   next_state = S_fet1; 
                                   Inc_PC = 1; 
                                   end  
        		  	  default : next_state = S_halt;
			endcase   
      S_ex1:		begin 
  			  next_state = S_fet1;
			  Load_Reg_Z = 1;
			  Sel_ALU = 1; 
		 	  case  (dest)
  	    		    R0: begin Sel_R0 = 1; Load_R0 = 1; end
			    R1: begin Sel_R1 = 1; Load_R1 = 1; end
			    R2: begin Sel_R2 = 1; Load_R2 = 1; end
			    R3: begin Sel_R3 = 1; Load_R3 = 1; end
			    default : err_flag = 1; 
			  endcase  
		          end 
      S_rd1:		begin
                         next_state = S_rd2;
			  Sel_Mem = 1;
			  Load_Add_R = 1; 
			  Inc_PC = 1;
			  end
      S_wr1: 		begin
                         next_state = S_wr2;
			  Sel_Mem = 1;
			  Load_Add_R = 1; 
			  Inc_PC = 1;
			  end 
      S_rd2:		begin
                         next_state = S_fet1;
			  Sel_Mem = 1;
		 	  case  (dest) 
    			    R0: Load_R0 = 1; 
		 	    R1: Load_R1 = 1; 
		 	    R2: Load_R2 = 1; 
		 	    R3: Load_R3 = 1; 
			    default: err_flag = 1;
			  endcase  
			  end
      S_wr2:		begin 
     			  next_state = S_fet1;
			  write = 1;
		 	  case  (src)
    			    R0: Sel_R0 = 1;		 	    
    			    R1: Sel_R1 = 1;		 	    
   			    R2: Sel_R2 = 1; 		 	    
   			    R3: Sel_R3 = 1;			    
    			    default: 	err_flag = 1;
			  endcase 
			  end
      S_br1:		begin next_state = S_br2; Sel_Mem = 1; Load_Add_R = 1; end
      S_br2:		begin next_state = S_fet1; Sel_Mem = 1; Load_PC = 1; end
      S_halt:  	next_state = S_halt;
      default:		next_state = S_idle;
     endcase    
   end
endmodule
module Memory_Unit (data_out, data_in, address, clk, write);
  parameter word_size = 8;
  parameter memory_size = 256;
  output [word_size-1: 0] data_out;
  input  [word_size-1: 0] data_in;
  input  [word_size-1: 0] address;
  input                   clk, write;
  reg [word_size-1: 0] memory [memory_size-1: 0];   
  assign data_out = memory[address];
  always @ (posedge clk)
    if (write) memory[address] = data_in;
endmodule
[flow/run.sh]
#!/bin/bash
# OpenROAD 26Q1-2900-gdf79404cd8, Yosys 0.63+post, stock flow scripts
make -C /OpenROAD-flow-scripts/flow DESIGN_CONFIG=/design/flow/config.mk WORK_HOME=/design/flow/orfs finish
[flow/config.mk]
export PLATFORM = sky130hd
export DESIGN_NAME = RISC_SPM
export DESIGN_NICKNAME = RISC_SPM
export VERILOG_FILES = /design/flow/design.v
export SDC_FILE = /design/flow/constraint.sdc
export NUM_CORES = 4
export LEC_CHECK = 1
export CORE_UTILIZATION = 30
[flow/constraint.sdc]
current_design RISC_SPM

set clk_period 49.1
set clk_io_pct 0.2

create_clock -name clk0 -period $clk_period [get_ports {clk}]

set non_clock_inputs [all_inputs -no_clocks]
set_input_delay [expr $clk_period * $clk_io_pct] -clock clk0 $non_clock_inputs
set_output_delay [expr $clk_period * $clk_io_pct] -clock clk0 [all_outputs]
==> notes.md <==
Results of the full flow below.

Layout:
- The run puts the storage element area at 63,420 sq um.
- The run puts the share of the core filled with cells at 34.73%.
- Per the final layout report, the fraction of cells sized above drive strength 1 comes to 28.84%.
- The run gives the area growth from synthesis to layout as 14.80%.
- The run puts the combined area of the multi-input logic cells at 19,360 sq um.
- The run puts the number of standard cells in the layout, taps in and fillers out at 7,981.
- The run gives the count of filler cells inserted in the layout as 25.35k.

Final timing:
- The run gives the final worst-path cycle share as 35.26%.
- The run gives the highest achievable clock rate as 57.75 MHz.
- The run puts the final-report max-slew violation count at 0.
- The pin closest to its max-slew limit shows a slew of 1.079 ns.
- Setup repair after global routing left no endpoint under its margin.
- The run gives the setup TNS after final layout as 0 ns.
- Counting I/O delays and the setup requirement, the final critical path takes 17.31 ns.
- On the final layout, the worst hold slack is 0.3697 ns.
- The run gives the final hold violation count as 0.
- The run puts the final count of negative-setup-slack endpoints at 0.
- The slew check shows that the tightest pin keeps a relative margin of 27.82%.
- The run puts the largest clock skew in the final design at 0.03889 ns.

Setup path:
- Per the STA report, the cell with the highest stage delay on the worst path is sky130_fd_sc_hd__dfrtp_4.
- The run gives the peak fanout along the critical path as 31.
- STA classifies the critical path startpoint as a register.
- The worst setup path is of the register to output port kind.
- Among all stages on the critical path, the maximum delay recorded is 0.78 ns.
- The run puts the required time of the critical path at 39.28 ns.
- The worst setup path is captured at an output port.
- The run gives the arrival time at the worst endpoint as 7.49 ns.
- The timing report shows the most common cell along the critical path to be sky130_fd_sc_hd__buf_4.
- Listed in order, past its start point the critical path passes buf_4 > buf_4 > buf_4 > buf_4 > buf_4 > mux4_2 > mux4_2 > a22oi_1 > nand4_1 > or4_1 > clkdlybuf4s50_1.

Placed design:
- The placement report lists the number of port buffers as 33.
- The HPWL after detailed placement is 134.0 mm.
- The run puts the number of placed cells counting well taps at 7,601.
- The run puts the global placer's final weighted congestion at 0.8952.

Synthesis:
- The run gives the async set-or-reset flop fraction in the synthesized netlist as 3.578%.
- The average instance in the mapped netlist occupies 21.81 sq um.
- The run puts the number of cells in Yosys stat at 3,846.
- Sorting the synthesized cells by how often they occur yields 2,048 x sky130_fd_sc_hd__edfxtp_1, 618 x sky130_fd_sc_hd__mux4_2, 297 x sky130_fd_sc_hd__nor2_1.
- The run puts the synthesis area per yosys at 83,880 sq um.
- Yosys instantiated no cell more often than sky130_fd_sc_hd__edfxtp_1.
- The run gives the area share of the leading cell type in the synthesized netlist as 73.32%.
- For this run, the leading register cell type out of synthesis is sky130_fd_sc_hd__edfxtp_1.
- The main area contributors are sky130_fd_sc_hd__edfxtp_1 73%, sky130_fd_sc_hd__mux4_2 17%, sky130_fd_sc_hd__dfrtp_1 2.2%, sky130_fd_sc_hd__nor2_1 1.3%, sky130_fd_sc_hd__mux2_2 0.77%.
- Per the synthesis report, the dominant area consumer among library cells is sky130_fd_sc_hd__edfxtp_1.
- The run gives the sequential element share of the synthesized area as 75.59%.
- Yosys printed 8 warnings.
- The run puts the number of storage elements in the synthesis netlist at 2,124.
- The run puts the total standard cell area after synthesis at 83,880 sq um.
- The run gives the number of distinct standard cells referenced by the synthesized netlist as 81.
- Synthesis produced 3,846 cells.
- The run puts the count of flip-flops with a built-in enable after synthesis at 2,048.

Routing:
- Dividing the detail-routed via count by the number of cells gives 5.054.
- The run puts the wire length per cell at 27.01 um.
- The first TritonRoute pass finished after 7 iterations.
- The run puts the post-route antenna net violation count at 0.
- The first routing iteration left 2,582 violations.
- The run puts the number of vias in the routed layout at 40.33k.
- The routed layout reports a DRC error count of 0.
- The run puts the routed wire length at 215.5 mm.

Power:
- The run gives the total power consumption of the routed design as 7222 uW.
- The run gives the ratio of total power to cell area as 75.00 nW/um^2.
- The run puts the worst voltage drop across the vdd grid at 99.68 uV.
- The run puts the leakage dissipation at 0.02956 uW.

CTS:
- The run gives the deepest clock path buffer count as 3.
- The run puts the clock-pin slew on the worst setup and hold paths at 0.06 ns.
- TritonCTS built the clock tree.
- After clock tree synthesis, the flow added hold-fix buffers numbering 0.
- Per the TritonCTS log, the buffer count is 209.
- The run gives the total number of H-tree levels as 4.
- The run gives the number of setup buffers added after CTS as 0.
- The run puts the number of clock sinks seen by CTS at 2,124.
- Looking at the clock tree report, the root buffer type is sky130_fd_sc_hd__clkbuf_16.
- In this run, post-CTS repair resized a total of 0 instances.
- The run puts the insertion delay to the later sink of the worst-skew pair at 0.84 ns.

Floorplan:
- The run gives the die boundary height as 530.8 um.
- The run puts the core area at 277,200 sq um.
- The run puts the chip width at 530.8 um.
- The floorplan step defined a die boundary enclosing 281,700 sq um.
- The run gives the floorplan row count as 193.
- The run gives the number of ports placed on the die boundary as 34.
- Before placement the cells fill 30.26% of the core.

Global route:
- The number of antenna violations at the first check in global routing is 5.
- Entering global routing, the biggest net connects 138 pins.
- The run gives the wire length of the first global-routing pass as 313.3 mm.
- The via count of the first global-routing pass was 43.86k.
- The run puts the aggregate global routing overflow at 0.
- Global routing used 16.65% of the available tracks.

Job:
- The run puts the stage-log warning count at 31.
- The tool flagged a number of max-cap violations equal to 0.

Hold path:
- The worst hold path belongs to the class register to register.

Status:
- The flow ran to the end, and the final reports show no timing, DRC or antenna violations.
## registers in the layout (all words and copies together) (netlist names)
signal	flops
M0_Processor.IR.data_out	8
M2_SRAM.memory	2048
M1_Controller.state	11
M0_Processor.R2.data_out	8
M0_Processor.Add_R.data_out	8
M0_Processor.R1.data_out	8
M0_Processor.PC.count	8
M0_Processor.Reg_Y.data_out	8
M0_Processor.R3.data_out	8
M0_Processor.Reg_Z.data_out	1
M0_Processor.R0.data_out	8
## per-layer routing
layer  global-route usage, %  part of all wire (%)  vias up
met4                   4.322                   3.2       12
met2                   24.37                    46     2526
met5                  0.7009                  0.14        -
met1                   19.06                    33    20737
li1                        -                     -    16716
met3                   13.14                    18      341
## power breakdown
group | switching (uW) | internal (uW) | leakage [uW]
Clock | 673 | 880 | 0.00325
Combinational | 1880 | 825 | 0.00691
Sequential | 54.9 | 2910 | 0.0194
Total | 2610 | 4620 | 0.0296
## critical path, delay by kind of cell, from the launching register on
| kind | cells | cell delay (ns) |
|---|---|---|
| buffers and inverters | 6 | 3.23 |
| muxes | 2 | 1.14 |
| AOI/OAI and AO/OA | 1 | 0.43 |
| DFF | 1 | 0.78 |
| and+or+nand+nor | 2 | 0.93 |
## logic make-up (layout without fill, tap and decap cells)
kind of cell             count (synthesis)  count (layout)  share of synthesized area, %
AND-OR/OR-AND                          202             202                         1.793
XOR/XNOR                                13              13                        0.1357
adder cells (fa/ha/maj)                 12              12                        0.1880
buffers and inverters                  236             665                         1.466
flip-flops                            2124            2124                         75.59
multiplexers                           726             726                         17.97
other                                    1               2                      0.004471
AND/OR/NAND/NOR                        532             532                         2.854
## per-stage QoR
stage	setup slack, ns	area (sq um)
after detailed placement	32.46	89640
after global placement	32.43	89640
final	31.79	96290
after CTS	31.54	96290
after global routing	31.13	96290
after floorplan	27.00	83880
## cell type report
class	count	area share, %
sequential	2124	65.86
timing repair buffer	265	2.214
clock buffer	255	5.633
clock inverter	124	1.271
inverter	21	0.1052
tap	3705	4.814
multi-input combinational	1486	20.10
antenna	1	0.002599
## final timing paths
kind	start	end	slack, ns	cells after the start
setup / recovery	M0_Processor.Add_R.data_out[0]	memory_bus[6]	31.79	11
setup reg to reg	M0_Processor.Add_R.data_out[0]	M0_Processor.Add_R.data_out[2]	41.99	14
hold reg to reg	M1_Controller.state[7]	M1_Controller.state[4]	0.37	0
max in group asynchronous	rst	M0_Processor.R0.data_out[2]	39.28	2
hold / removal	M1_Controller.state[7]	M1_Controller.state[4]	0.37	0
min in group asynchronous	rst	M0_Processor.PC.count[3]	8.94	1
## cell usage in the layout, fill, tap and decap left out, drive strengths merged, types with 17 or more instances in the layout
master / n
edfxtp: 2048
mux4: 618
nor2: 297
clkbuf: 255
buf: 233
clkinv: 100
nand2: 79
dfrtp: 75
mux2: 57
mux2i: 51
a22oi: 38
clkdlybuf4s50: 32
nand3: 30
nor3: 25
inv: 24
a21oi: 22
bufinv: 18
nor2b: 17
a31oi: 17
o22ai: 17
o21ai: 17
No activity file was given, so power comes from the tool's default toggle rates.
